==> ./config.mk <==
export PLATFORM = sky130hd
export DESIGN_NAME = alu
export DESIGN_NICKNAME = alu
export VERILOG_FILES = /design/flow/design.v
export SDC_FILE = /design/flow/constraint.sdc
export NUM_CORES = 4
export LEC_CHECK = 1
export CORE_UTILIZATION = 50
==> ./constraint.sdc <==
current_design alu

set clk_period 8.6
set clk_io_pct 0.2

create_clock -name clk0 -period $clk_period

set non_clock_inputs [all_inputs -no_clocks]
set_input_delay [expr $clk_period * $clk_io_pct] -clock clk0 $non_clock_inputs
set_output_delay [expr $clk_period * $clk_io_pct] -clock clk0 [all_outputs]
==> ./design.v <==
module alu(
    input [15:0] operand1,
    input [15:0] operand2,
    input [2:0] code,
    output reg [15:0] result
);
always @ (operand1 or operand2 or code) begin
    case (code)
        3'b000: result <= operand1 + operand2;  
        3'b001: result <= operand1 - operand2;  
        3'b010: result <= operand1 & operand2;  
        3'b011: result <= operand1 | operand2;  
        3'b100: result <= operand1 ^ operand2;  
        3'b101: result <= operand1 << operand2;  
        3'b110: result <= operand1 >> operand2;  
        default: result <= 4'b0;  
    endcase
end
endmodule
==> ./run.sh <==
#!/bin/bash
# OpenROAD 26Q1-2900-gdf79404cd8, Yosys 0.63+post, stock flow scripts
make -C /OpenROAD-flow-scripts/flow DESIGN_CONFIG=/design/flow/config.mk WORK_HOME=/design/flow/orfs finish
==> qor.yml <==
outcome: "completed"
flops: 0
area_leaders: "ha_1 17%, mux2i_1 8.1%, mux4_2 7.5%"
final_core_util_pct: 59.9
lay_top_count: "clkdlybuf4s50_1"
holdWs_ns: 4.61
drive_above_1_share_pct: 7.88
relSlewSlack_pct: 60.0
yosys.area.top_type: "ha_1"
cts_setup_buffers: 0
warning_count: 50
power.density_mw_per_mm2: 61.6
diodes: 0
arrival_ns: 5.82
gr-total-overflow: 0
drt-total-wl_microns: 11800
grt.total_usage_pct: 32.8
synth_area_sq_mm: 0.00358
final_cell_mix: "50 x clkdlybuf4s50_1, 48 x ha_1, 43 x nor2_1"
portBuffers: 51
fp-utilization_pct: 52.1
p_leak_nw: 1.75
synth_seq_share_pct: 0
cp_max_fo: 15
report.final.slew_viol_count: 0
wl_per_cell_microns: 20.0
end_kind: "output port"
yosysUniqueCellTypes: 66
start_kind: "primary input"
finalCritPeriodShare_pct: 87.7
hold_violations: 0
syn2layout_area_growth_pct: 15.0
clkbuf_count: 0
drc_errors: 0
place_hpwl_microns: 8930
critPathKind: "primary input to output port"
netlist.area_leader.share_pct: 16.8
syn_inst: 462
grt_max_degree: 39
num-fill-cells: 654
first_pass_iters: 5
via_per_inst: 6.41
min_period_ns: 7.54
grt_pass1_vias: 3370
drt_iter0_drc: 235
holdCritPathClass: "primary input to output port"
fin_setup_tns_ns: 0
yosys_cells: 462
worst_slew_pin_slew_ns: 0.598
rsz0062_at_grt: "no"
worst_slack_ns: 1.06
finalSetupViolations: 0
peakVddDrop_mv: 0.0337
rows: 30
io_pins: 51
critPathRequiredTime_ns: 6.88
die_w_microns: 86.6
syn_avg_cell_area_sq_um: 7.75
ant_nets: 0
regArea_sq_um: 0
grt_pass1_wl_microns: 18500
ctsHoldBuffers: 0
chipArea_sq_mm: 0.00750
ctsResizeCount: 0
place_ws_ns: 1.12
core_area_sq_mm: 0.00687
die_h_microns: 86.6
vias: 3787
ys_area_sq_mm: 0.00358
timing.fmax_mhz: 133
globalplace.congestion: 0.949
maxCapViolations: 0
synth_warnings: 1
antenna_found_initial: 0
==> path summary, 6_finish.rpt <==
| check | startpoint | to | slack, ns | depth (start not counted) |
|---|---|---|---|---|
| worst max-delay path | code[1] | result[12] | 1.06 | 14 |
| worst min-delay path | operand2[1] | result[1] | 4.61 | 5 |
==> cell type report <==
| type | instances | area, sq um | share of cell area [%] |
|---|---|---|---|
| inverter | 42 | 158 | 3.83 |
| multi-input combinational | 395 | 3280 | 79.7 |
| tap | 96 | 120 | 2.92 |
| timing repair buffer | 58 | 558 | 13.6 |
==> per-stage QoR <==
step | instances | instance area [sq um] | total power [mW]
CTS | 591 | 4120 | 0.251
floorplan | 462 | 3580 | 0.165
detailed placement | 591 | 4120 | 0.249
global placement | 591 | 4120 | 0.250
global route | 591 | 4120 | 0.279
finish | 591 | 4120 | 0.254
==> power by group <==
part	leakage, nW	internal (mW)	total, mW	switching (mW)
registers	0	0	0	0
logic	1.75	0.122	0.254	0.131
clock network	0	0	0	0
total	1.75	0.122	0.254	0.131
==> Yosys cell counts, types with 5 or more instances <==
library cell  instances
a211oi_1              5
a21o_1                6
a21oi_1              29
a22oi_1               6
a31oi_1               9
buf_2                 8
clkbuf_1              8
ha_1                 48
inv_1                40
mux2_2                8
mux2i_1              29
mux4_1                8
mux4_2               12
nand2_1              32
nand3_1               8
nor2_1               43
nor2b_1               8
nor3_1               10
o211ai_1              5
o21a_1                8
o21ai_0              20
o221ai_1              6
o32ai_1               5
xnor2_1              18
xor2_1                6
==> logic make-up after synthesis <==
| kind of cell | count (synthesis) | synth area share, % |
|---|---|---|
| adder cells (fa/ha/maj) | 49 | 17.3 |
| multiplexers | 59 | 25.4 |
| buffers and inverters | 67 | 8.49 |
| AND-OR/OR-AND | 133 | 25.4 |
| AND/OR/NAND/NOR | 130 | 17.5 |
| XOR/XNOR | 24 | 5.87 |
==> worst max-delay path: stages <==
cell and delay [ns]:
clkdlybuf4s50_1 0.70, nor2_1 0.46, buf_4 0.22, and2_1 0.31, nor2_1 0.09, xnor2_1 0.14
ha_1 0.34, nor2b_1 0.17, o211ai_1 0.29, a21oi_1 0.18, o221ai_1 0.30, mux2i_1 0.12
a221o_1 0.37, clkdlybuf4s50_1 0.41
==> per-layer routing <==
| metal | vias to the layer above | wire, microns | GRT usage (%) |
|---|---|---|---|
| li1 | 1816 | - | - |
| met1 | 1745 | 5020 | 47.6 |
| met2 | 197 | 5330 | 51.7 |
| met3 | 29 | 1150 | 6.28 |
| met4 | 0 | 306 | 6.67 |
| met5 | - | 0 | 0 |
No activity file was given, so power comes from the tool's default toggle rates.
