==> ./design.v <==
module immediate_generator(
	input wire [15:0] in_instruction,
	input in_clk,
	input wire in_rst,
	output reg [15:0] ot_immediate_output
);
always @(*) begin
	case (in_instruction[5:0])
		6'b001110	:	ot_immediate_output = { {5{in_instruction[15]}}, in_instruction[15:6], 1'b0 };  
		6'b001101	:	ot_immediate_output = { {5{in_instruction[15]}}, in_instruction[15:6], 1'b0 };  
		6'b010011	:	ot_immediate_output = { {5{in_instruction[15]}}, in_instruction[15:6], 1'b0 };  
		default	   :	ot_immediate_output = { {6{in_instruction[15]}}, in_instruction[15:6] };
	endcase
end
endmodule
==> ./run.sh <==
#!/bin/bash
# OpenROAD 26Q1-2900-gdf79404cd8, Yosys 0.63+post, stock flow scripts
make -C /OpenROAD-flow-scripts/flow DESIGN_CONFIG=/design/flow/config.mk WORK_HOME=/design/flow/orfs finish
==> ./config.mk <==
export PLATFORM = sky130hd
export DESIGN_NAME = immediate_generator
export DESIGN_NICKNAME = immediate_generator
export VERILOG_FILES = /design/flow/design.v
export SDC_FILE = /design/flow/constraint.sdc
export NUM_CORES = 4
export LEC_CHECK = 1
export CORE_AREA = 10 10 70 70
export DIE_AREA = 0 0 80 80
==> ./constraint.sdc <==
current_design immediate_generator

set clk_period 4.5
set clk_io_pct 0.2

create_clock -name clk0 -period $clk_period

set non_clock_inputs [all_inputs -no_clocks]
set_input_delay [expr $clk_period * $clk_io_pct] -clock clk0 $non_clock_inputs
set_output_delay [expr $clk_period * $clk_io_pct] -clock clk0 [all_outputs]
==> impl_metrics.tcl <==
# metrics dict for downstream scripts
set metrics [dict create \
    rows 21 \
    dpl_cell_area_um2 772 \
    postCtsHoldBufs 0 \
    via_per_inst 4.63 \
    path_delay_family "buffers and inverters" \
    fp.dieW_um 80 \
    critPathMaxFanout 10 \
    synth_seq_share_pct 0 \
    fp-utilization_pct 14.4 \
    maxSlewViolCount 0 \
    max_slew_margin_pct 58.7 \
    grt_pass1_vias 576 \
    worstPathArrival_ps 3030 \
    gr-max-usage-layer "met1" \
    drive_above_1_share_pct 15.2 \
    pwr-share-seq_pct 0 \
    grt_usage_pct 5.06 \
    rsz0062_at_grt "no" \
    lay_top_count "clkdlybuf4s50_1" \
    status "completed" \
    place.port_buffers 32 \
    syn_area_um2 490 \
    hold_violations 0 \
    fp.dieH_um 80 \
    max_stage_delay_ps 540 \
    drc 0 \
    first_pass_iters 4 \
    antenna_left 0 \
    worst_pin_slew_ps 618 \
    crit_buf_inv 2 \
    cp-end-kind "primary output" \
    cap_violations 0 \
    vias 579 \
    met1_usage_pct 7.51 \
    yosys-stat-cells 60 \
    power.switching_uw 20.6 \
    required_ps 3600 \
    grtUsageMet3_pct 1.82 \
    final_layout_top_logic_cells "clkdlybuf4s50_1, o21ai_1, o211ai_1, nand4b_1, o211ai_2" \
    setup_violations 0 \
    design.seq.count 0 \
    cts_resized 0 \
    yosys_area_um2 490 \
    syn_avg_cell_area_um2 8.17 \
    ios 34 \
    ir_drop_uv 38.7 \
    synth_cell_type_count 17 \
    power_frac_comb_pct 100.0 \
    grt_overflow 0 \
    tool_warnings 34 \
    fin_crit_ps 3930 \
    area_delta_synth_final_pct 57.4 \
    antenna_cells 0 \
    path_cells "clkdlybuf4s50_1 -> and4bb_1 -> o21a_1 -> o211ai_2 -> clkdlybuf4s50_1" \
    finalWorstSetupSlack_ps 570 \
    dp_slack_ps 578 \
    cp_common_cell "clkdlybuf4s50_1" \
    routed_wl_um 1760 \
    start_kind "input port" \
    min_path_type "in -> out" \
    grt_pass1_wl_um 2780 \
    grt_antenna_before_repair 0 \
    yosys_warnings 1 \
    power.share.clock_pct 0 \
    grtUsageMet2_pct 7.14 \
    synthCells 60 \
    post_cts_buffers 0 \
    crit_type "in -> out" \
    post-route-period-util_pct 87.3 \
    fin_area_um2 772 \
    leakagePower_uw 0.000233 \
    setup-tns-final_ps 0 \
    coreArea_um2 3420 \
    wire_per_inst_um 14.1 \
    ff_latch_area_um2 0 \
    die-area_um2 6400 \
    clock_buffers 0 \
    routabilityCongestion 0.764 \
    fillers 384 \
    p_int_uw 36.1 \
    crit_slowest_cell "and4bb_1" \
    switching_share_pct 36.3 \
    max_freq_mhz 254 \
    pwr_density_cell_nw_per_um2 73.4 \
    drt_iter0_markers 28 \
    grt_max_degree 12 \
]
-- layer usage --
| metal | up-vias | share of wire, % |
|---|---|---|
| met2 | 28 | 39 |
| met4 | 0 | 0 |
| li1 | 278 | - |
| met5 | - | 0 |
| met3 | 0 | 14 |
| met1 | 273 | 47 |
-- stage by stage --
step	utilization [%]	total power, uW	hold slack, ps	std cells
after detailed placement	22.6	57.2	2760	125
after CTS	22.6	57.4	2760	125
after global routing	22.6	61.6	2790	125
final	22.6	56.7	2750	125
after floorplan	-	23.5	1870	60
after global placement	22.6	56.4	2750	125
-- final timing paths --
check | startpoint | endpoint | depth (start not counted)
setup / recovery | in_instruction[3] | ot_immediate_output[1] | 5
hold / removal | in_instruction[15] | ot_immediate_output[10] | 2
-- cells by family after synthesis --
kind of cell | after synthesis | synth area share [%]
AOI/OAI and AO/OA | 29 | 49.2
and+or+nand+nor | 17 | 29.6
buffers and inverters | 14 | 21.2
-- cells in the mapped netlist --
master / number / area (um^2)
o21ai_1: 9 / 45.0
buf_2: 2 / 10.0
buf_4: 7 / 52.6
nand3b_1: 1 / 7.51
nand4b_1: 9 / 78.8
buf_6: 3 / 33.8
and4bb_1: 1 / 12.5
o21a_1: 1 / 7.51
and4bb_2: 1 / 12.5
or3b_1: 1 / 8.76
o211ai_1: 9 / 67.6
buf_1: 2 / 7.51
o21ai_2: 1 / 8.76
nor2_1: 1 / 3.75
and3b_1: 1 / 8.76
o211ai_2: 9 / 113
nor2b_1: 2 / 12.5
-- area by class of cell --
cell class | instances | area (um^2) | share of cell area, %
well taps | 46 | 57.6 | 7.46
multi-input cells | 46 | 387 | 50.1
repair buffers | 33 | 328 | 42.5
-- power groups by stage --
stage | registers (uW) | clock network [uW] | logic [uW]
4_1_cts | 0 | 0 | 57.4
5_1_grt | 0 | 0 | 61.6
6_report | 0 | 0 | 56.7
Power is estimated from default activity; no workload was simulated.
